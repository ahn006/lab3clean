==> /design/flow/design.v <==
 `timescale 1ns / 1ps
module reg_file #(parameter addr_width_p = 6)
                (input clk
                ,input [addr_width_p-1:0] rs_addr_i
                ,input [addr_width_p-1:0] rd_addr_i
                ,input wen_i
                ,input [31:0] write_data_i
                ,output logic [31:0] rs_val_o
                ,output logic [31:0] rd_val_o
                );
  logic [31:0] rf[2 ** addr_width_p-1:0];
assign rs_val_o = rf [rs_addr_i];
assign rd_val_o = rf [rd_addr_i];
always_ff @ (posedge clk)
  begin
    if (wen_i)
      rf [rd_addr_i] <= write_data_i;
  end
endmodule
==> /design/flow/run.sh <==
#!/bin/bash
# OpenROAD 26Q1-2900-gdf79404cd8, Yosys 0.63+post, stock flow scripts
make -C /OpenROAD-flow-scripts/flow DESIGN_CONFIG=/design/flow/config.mk WORK_HOME=/design/flow/orfs finish
==> /design/flow/config.mk <==
export PLATFORM = sky130hd
export DESIGN_NAME = reg_file
export DESIGN_NICKNAME = reg_file
export VERILOG_FILES = /design/flow/design.v
export SDC_FILE = /design/flow/constraint.sdc
export NUM_CORES = 4
export LEC_CHECK = 1
export CORE_UTILIZATION = 50
==> /design/flow/constraint.sdc <==
current_design reg_file

set clk_period 38.2
set clk_io_pct 0.2

create_clock -name clk0 -period $clk_period [get_ports {clk}]

set non_clock_inputs [all_inputs -no_clocks]
set_input_delay [expr $clk_period * $clk_io_pct] -clock clk0 $non_clock_inputs
set_output_delay [expr $clk_period * $clk_io_pct] -clock clk0 [all_outputs]
==> out/metrics.cfg <==
[cts]
number_of_clock_buffers_inserted_by_tritoncts=216
ctsHtreeMaxLevel=4
cts_buffer_depth=3
clock_slew_at_the_register_clock_pins_of_the_worst_setup_and_hold_paths_ns=0.06
cts_tree=yes
clock-sinks=2048
post_cts_resized=0
cts_setup_buffers=0
hold_buffers=0
root_buffer=clkbuf_16

[critical_path]
timing.setup.critical_path_class=in2out
critical-path-top-cell-by-count=buf_4
critical_path_buf_inv_count=6
cp_max_fo=79
arrival_ns=13.05
slowest_stage=nor2b_4
crit_path_cell_trace=buf_8, buf_12, buf_4, buf_4, nor2b_4, buf_4, a221oi_1, or2_2, a21oi_1, a221oi_1, nand4_1, clkdlybuf4s50_1
max_stage_delay_ns=0.80
timing.critical_path.from_type=input port
critPathCaptureType=output pin
beginning_of_the_critical_path=rd_addr_i[0]
worst-endpoint-required_ns=30.56
critical-path-top-delay-family=buffers and inverters

[synthesis]
ff_type=edfxtp_1
instance_tally_after_logic_synthesis=5308
yosys.stat.seqShare=0.650
enable_flop_cells=2048
post_synth_regs=2048
yosysUniqueCellTypes=71
syn_area_per_cell_um2=17.8
synth_stat.cells=5308
yosys_area_mm2=0.0947
synthesis.area_mm2=0.0947
synthesis.yosys.warnings=1
synth_async_sr_flop_share=0

[layout]
largest_reg_flops=2048
regMostFlops=rf
largestRegisters=rf x2048
n_fill_cell=14044
synthToLayoutAreaGrowth_pct=12.4
drive_gt1_frac=0.282

[die]
placeable_area_mm2=0.188
fp.dieH_um=437
die-area_mm2=0.191
fp.dieW_um=437
site_row_count=159
ios=110
floorplan.initialDensity=0.504

[route]
detail_route.first_pass.iterations=22
routed_wirelength_um=391000
route.detailed.drc=0
drt_iter0_drc=5293
num_vias=61397
detail-route-antenna-nets=0
vias_per_cell=7.47
detail_route.wl_per_cell_um=47.5

[sta]
fin_worst_hold_slack_ns=7.08
timing.final.crit_period_ns=20.69
max_clock_freq_mhz=48.3
final.period_utilization=0.542
slew-limit-headroom=0.148
grt_setup_unrepaired=no
hold_fails_final_rpt=0
timing.setup.tns_ns=0
tightest_slew_ns=1.28
slew_violations=0
setup-violations-final=0

[placement]
gp_congestion=1.00
port-buffer-count=109
post-dp-hpwl_um=227000

[global_routing]
via_count_of_the_first_global_routing_pass=65251
gr-usage-all-layers=0.462
grt_max_degree=85
antenna_found_initial=29
grt_pass1_wl_um=530000
overflow=0

[run_status]
status=finished clean

[power]
power_per_cell_area_mw_per_mm2=46.9
max-vdd-ir-drop_uv=46.6
power.static_leakage_nw=33.7

[job]
tool_warnings=27
max_cap_viol_count=0

[hold_path]
worst_hold_startpoint=write_data_i[12]
hold_path_class=in2reg

[power breakdown]
group	switching [W]	internal, W
Combinational	0.000301	0.000163
Clock	0.000904	0.00112
Sequential	0.00000657	0.00249
Total	0.00121	0.00377
[Yosys cell counts, drive strengths merged (9+ instances only)]
cell | n | area [um^2]
nand2b | 15 | 93.8
nand2 | 141 | 534
o22ai | 111 | 694
edfxtp | 2048 | 61500
nor3 | 18 | 90.1
o2bb2ai | 12 | 105
a31oi | 19 | 119
or3 | 10 | 62.6
buf | 310 | 1840
nand4 | 13 | 81.3
a22oi | 157 | 1180
mux4 | 681 | 15300
a221o | 47 | 470
o21ai | 173 | 866
or4 | 11 | 82.6
a22o | 70 | 613
nand3 | 26 | 130
o211ai | 12 | 90.1
nor2 | 203 | 764
mux2i | 311 | 3110
o221ai | 43 | 377
clkbuf | 145 | 546
and3 | 15 | 93.8
a222oi | 14 | 140
a211oi | 36 | 270
or2 | 9 | 56.3
nor2b | 22 | 138
a221oi | 235 | 2100
mux2 | 146 | 1650
a21oi | 180 | 901
[routing by layer]
metal	GRT usage	share of wire
met5	0.108	0.0065
met4	0.264	0.079
met3	0.436	0.23
met2	0.588	0.42
met1	0.489	0.26
[per-stage QoR]
stage	util	area, um^2	power (W)	std cells	worst slack (ns)
final	0.566	106000	0.00498	8220	17.51
after global routing	0.566	106000	0.00509	8200	17.49
after CTS	0.565	106000	0.00498	8184	17.56
after detailed placement	0.530	99600	0.00299	7784	17.60
after global placement	0.530	99600	0.00299	7784	17.62
after floorplan	-	94700	0.00278	5308	21.11
[cells in the final DEF, fill, tap and decap left out, types with 111 or more instances in the layout]
cell | netlist | layout
a21oi_1 | 180 | 180
a221oi_1 | 229 | 229
a22oi_1 | 157 | 157
buf_4 | 55 | 321
clkbuf_16 | 0 | 217
edfxtp_1 | 2048 | 2048
mux2_2 | 140 | 140
mux2i_1 | 311 | 311
mux4_2 | 679 | 679
nand2_1 | 139 | 136
nor2_1 | 202 | 129
o21ai_0 | 169 | 169
o22ai_1 | 111 | 111
[layout make-up]
cell class                 count  area [um^2]  share of cell area
antenna                       36         90.1            0.000847
clock buffer                 271         5630              0.0530
clock inverter               129         1100              0.0103
inverter                       4         25.0            0.000235
multi-input combinational   2801        31400               0.295
sequential                  2048        61500               0.578
tap                         2495         3120              0.0293
timing repair buffer         436         3490              0.0328
[cell families after synthesis]
| family | share of synthesized area |
|---|---|
| multiplexers | 0.212 |
| buffers and inverters | 0.0254 |
| AND-OR/OR-AND | 0.0876 |
| flip-flops | 0.650 |
| AND/OR/NAND/NOR | 0.0250 |
[final timing paths]
check / endpoint / cells past startpoint
min: rf[22][12] / 1
max: rd_val_o[28] / 12
Power figures rest on the tool's default switching activity, not on a simulated workload.
